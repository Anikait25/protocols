$ cat flow/design.v
module I2C_controller (clk,reset,addr,data,i2c_sda,i2c_scl);
input clk,reset;
input [6:0] addr;
input [7:0] data;
inout i2c_sda;
output i2c_scl;
localparam STATE_IDLE = 0;
localparam STATE_START = 1;
localparam STATE_ADDR = 2;
localparam STATE_RW = 3;
localparam STATE_WACK = 4;
localparam STATE_DATA = 5;
localparam STATE_WACK2 = 6;
localparam STATE_STOP = 7;
reg [7:0] state;
reg [7:0] count;
reg i2c_scl_enable =0;
reg i2c_sda_temp;
assign i2c_scl = (i2c_scl_enable == 0) ? 1 : ~clk; 
always@(negedge clk) begin  
	if(reset == 1) begin
		i2c_scl_enable <= 0;
	end 
	else begin
		if((state == STATE_IDLE) || (state == STATE_START) || (state == STATE_STOP)) begin
			i2c_scl_enable <= 0;
		end
		else begin
			i2c_scl_enable <= 1;
		end
	end
end
always@(posedge clk) begin  
	if(reset == 1) begin
		state <= 0;
		i2c_sda_temp <= 1;
		count <= 8'd0;
	end 
	else begin
		case(state)
			STATE_IDLE: begin  
				i2c_sda_temp <= 1;
				state <= STATE_START;
			end
			STATE_START: begin  
				i2c_sda_temp <= 0;
				state <= STATE_ADDR;
				count <= 6;
			end
			STATE_ADDR: begin  
				i2c_sda_temp <= addr[count];
				if(count==0) state <= STATE_RW;
				else count <= count - 1;
			end
			STATE_RW: begin  
				i2c_sda_temp <= 1;
				state <= STATE_WACK;
			end
			STATE_WACK: begin  
				state <= STATE_DATA;
				count <= 7;
			end
			STATE_DATA: begin  
				i2c_sda_temp <= data[count];
				if (count == 0) state <= STATE_WACK2;
				else count <= count - 1;
			end
			STATE_WACK2: begin  
				state <= STATE_STOP;
			end
			STATE_STOP: begin  
				i2c_sda_temp <= 1;
				state <= STATE_IDLE;
			end
		endcase
	end
end
assign i2c_sda = i2c_sda_temp;
endmodule
$ cat flow/run.sh
#!/bin/bash
# OpenROAD 26Q1-2900-gdf79404cd8, Yosys 0.63+post, stock flow scripts
make -C /OpenROAD-flow-scripts/flow DESIGN_CONFIG=/design/flow/config.mk WORK_HOME=/design/flow/orfs finish
$ cat flow/config.mk
export PLATFORM = sky130hd
export DESIGN_NAME = I2C_controller
export DESIGN_NICKNAME = I2C_controller
export VERILOG_FILES = /design/flow/design.v
export SDC_FILE = /design/flow/constraint.sdc
export NUM_CORES = 4
export LEC_CHECK = 1
export CORE_AREA = 10 10 81 81
export DIE_AREA = 0 0 91 91
$ cat flow/constraint.sdc
current_design I2C_controller

set clk_period 3.9
set clk_io_pct 0.2

create_clock -name clk0 -period $clk_period [get_ports {clk}]

set non_clock_inputs [all_inputs -no_clocks]
set_input_delay [expr $clk_period * $clk_io_pct] -clock clk0 $non_clock_inputs
set_output_delay [expr $clk_period * $clk_io_pct] -clock clk0 [all_outputs]
==> deck_impl_summary.md <==
Run Summary

Clock tree
  – Hold-fix buffer count after cts: 0
  – Buffers inserted by post-CTS timing repair: 0
  – Cts repair resizes: 1

Yosys
  – Mux share: between 8 and 9%
  – Netlist area before placement: about 900 µm²
  – Post-Synth AOI/OAI Area: about a tenth
  – Cell count after synthesis: 98
  – Distinct cell type count of the synthesized netlist: 31
  – Per-instance average area after synthesis: ~9 µm²
  – Yosys Instances: 98
  – Post-Synth Simple-Gate Area: between 20% and 30%
  – Xor/xnor cell area share of the yosys netlist: between 3 and 4%
  – Largest combinational cell category by area: simple AND/OR/NAND/NOR gates
  – Ys flops: 18
  – Fraction of the yosys area taken by sequential cells: 39.94%
  – Area figure in the yosys stat output: between 900 and 1000 µm²
  – Top area cells in the synthesized netlist: dfxtp_1 (40%), nor2_1 (6.2%), mux2i_1 (5.5%), xor2_1 (3.9%), clkbuf_8 (3.1%)
  – Post-synthesis share of cell area spent on full adders, half adders and majority gates: under 10%
  – Synth warn: 1
  – Post-synth top area share: 39.94%
  – Leading area contributor after synthesis: dfxtp_1

Floorplan
  – DIE HEIGHT: around 91 µm
  – Number of standard-cell rows in the floorplan: 25
  – Boundary Pins: 19
  – Width of the die: ~91 µm
  – Floorplan Utilization: 18.73%

Place
  – Placement Setup Slack: 0.2255 ns
  – Placed standard-cell area: roughly 1100 µm²
  – Routability congestion estimate: 0.8022
  – PortBufs: 17
  – Half-perimeter wire length after detailed placement: 1475 µm

Outcome
  – Run status: did not finish
  – Halt point of the flow: clock tree synthesis (4_1_cts)
  – Error: [error] [KeplerFormal.cpp:679] Workflow failed: Iso has multiple drivers: .i2c_sda0, i2c_sda$_SDFFE_PP1P_.Q0
[kinds of logic after synthesis]
kind of cell             after synthesis
XOR/XNOR                               4
buffers and inverters                  9
adder cells (fa/ha/maj)                1
multiplexers                           6
AND/OR/NAND/NOR                       48
flip-flops                            18
AND-OR/OR-AND                         12
[metrics by stage]
stage	hold slack, ns	std cells	total power, W
3_5_place_dp	0.4314	177	0.0003593
3_3_place_gp	0.4350	177	0.0003588
2_1_floorplan	0.4138	98	0.0003335
[cells in the mapped netlist, drive strengths merged]
cell and number:
a31oi 3, a311oi 3, mux4 1, xor2 4, nand3 2, or3 2, ha 1, nand2 6
or4 3, nand3b 2, nor2b 4, dfxtp 18, o211ai 1, o21bai 1, or2 2, nor3b 3
buf 3, clkdlybuf4s15 1, nor2 15, inv 3, or2b 1, nor3 4, clkbuf 2, a21oi 3
mux2i 5, o41a 1, nor4 4
Power figures rest on the tool's default switching activity, not on a simulated workload.
