--- flow/design.v ---
module BAUD_generator(clk,tx_clk,rx_clk);
input clk;
output reg tx_clk = 0;
output reg rx_clk = 0;
parameter clk_rate = 100_000_000;
parameter BAUD_rate = 9600;
parameter divisor_tx = clk_rate/(BAUD_rate * 16);  
parameter divisor_rx = clk_rate/(BAUD_rate * 16);  
parameter rx_cnt_width = $clog2(divisor_rx);
parameter tx_cnt_width = $clog2(divisor_tx);
reg [rx_cnt_width - 1: 0] rx_counter = 0;
reg [tx_cnt_width - 1: 0] tx_counter = 0;
always@(posedge clk)  
begin	
	if(rx_counter == divisor_rx - 1)
	begin
		rx_counter <= 0;
		rx_clk <= ~rx_clk;
	end
	else 
		rx_counter <= rx_counter + 1;
end
always@(posedge clk)  
begin
	if(tx_counter == divisor_tx - 1)
	begin
		tx_counter <= 0;
		tx_clk <= ~tx_clk;
	end
	else
		tx_counter <= tx_counter + 1;
end
endmodule
module UART(
input clk,enable,start,
output [7:0] received_data
);
wire tx_clk,rx_clk;
wire tx_out;
parameter [7:0]data = 8'b1101_0101;
BAUD_generator BAUD(.clk(clk),.tx_clk(tx_clk),.rx_clk(rx_clk));
UART_transmitter transmit(.clk(tx_clk),.enable(enable),.start(start),.data_in(data),.tx_out(tx_out));
UART_receiver receive(.clk(rx_clk),.enable(enable),.start(start),.rx_in(tx_out),.received_data(received_data));
endmodule
module UART_receiver(clk,enable,start,rx_in,received_data);
input clk,enable,start;
input rx_in;
output reg [7:0] received_data;
reg [1:0] state = 0;
reg [10:0] data_received = 0;  
reg [4:0] count;
localparam IDLE = 0;
localparam START = 1;
localparam RECEIVE_DATA = 2;
localparam END = 3;
always@(posedge clk)
begin
	if(enable)
	begin
		count <= 0;
		data_received <= 0;
		state <= IDLE;
	end
	else
	begin
		case(state)
			IDLE:
				begin
					if(start) begin
						count <= 4'd10;
						state <= START;
					end
					else begin
						state <= IDLE;
						end
				end
			START:
				begin
					state <= RECEIVE_DATA;
				end
			RECEIVE_DATA:
				begin
					data_received[count] <= rx_in;
					if(count == 0) state <= END;
					else count <= count - 1;
				end
			END:
				begin
					received_data <= data_received[8:1];
					state <= IDLE;
				end
		endcase
	end
end
endmodule
module UART_transmitter(clk,enable,start,data_in,tx_out);
input clk,enable,start;
input [7:0] data_in;
output reg tx_out;
reg [1:0] state = 0;
reg [7:0] saved_data = 0;
reg [10:0] data_send = 0;  
reg [4:0] count;
wire parity;
assign parity = ^data_in;
localparam IDLE = 0;
localparam START = 1;
localparam SEND_DATA = 2;
localparam END = 3;
always@(posedge clk)
begin
	if(enable)
	begin
		count <= 0;
		data_send <= 0;
		tx_out <= 1;
		state <= IDLE;
	end
	else
	begin
		case(state)
			IDLE:
				begin
					if(start) begin
						tx_out <= 1;
						count <= 4'd10;
						state <= START;
					end
					else begin
						state <= IDLE;
						end
				end
			START:
				begin
					data_send <= {1'b0,data_in,parity,1'b1};
					state <= SEND_DATA;
				end
			SEND_DATA:
				begin
					tx_out <= data_send[count];
					if(count == 0) state <= END;
					else count <= count - 1;
				end
			END:
				begin
					state <= IDLE;
				end
		endcase
	end
end
endmodule
--- flow/run.sh ---
#!/bin/bash
# OpenROAD 26Q1-2900-gdf79404cd8, Yosys 0.63+post, stock flow scripts
make -C /OpenROAD-flow-scripts/flow DESIGN_CONFIG=/design/flow/config.mk WORK_HOME=/design/flow/orfs finish
--- flow/config.mk ---
export PLATFORM = sky130hd
export DESIGN_NAME = UART
export DESIGN_NICKNAME = UART
export VERILOG_FILES = /design/flow/design.v
export SDC_FILE = /design/flow/constraint.sdc
export NUM_CORES = 4
export LEC_CHECK = 1
export CORE_UTILIZATION = 50
--- flow/constraint.sdc ---
current_design UART

set clk_period 2.1
set clk_io_pct 0.2

create_clock -name clk0 -period $clk_period [get_ports {clk}]

set non_clock_inputs [all_inputs -no_clocks]
set_input_delay [expr $clk_period * $clk_io_pct] -clock clk0 $non_clock_inputs
set_output_delay [expr $clk_period * $clk_io_pct] -clock clk0 [all_outputs]
==> results.py <==
# Flow results
metrics = {
    "outcome": {
        "status": "completed",
    },
    "die": {
        "io_pins": 11,
        "fp_util_pct": 53.1,
        "die_w_um": 73.7,
        "row_count": 25,
        "die_h_um": 73.7,
        "die_area_um2": 5440,
        "core_um2": 4850,
    },
    "final_timing": {
        "unclocked_pins": 32,
        "untimed_endpoints": 48,
        "fmax_mhz": 649,
        "worstMarginPinSlew_ns": 0.528,
        "setup_tns_ns": 0,
        "setup_viol": 0,
        "finalCritPeriodShare_pct": 73.4,
        "finalMaxSlewViolations": 0,
        "fin_crit_ns": 1.54,
        "rsz0062_at_grt": "false",
        "max-slew-margin-rel_pct": 64.3,
        "clock_skew_ns": 0.00128,
        "final-hold-violation-count": 0,
    },
    "clocking": {
        "clk_pin_slew_ns": 0.07,
        "cts_buffers": 3,
        "clkLatencyLatePin_ns": 0.25,
        "tritoncts": "built",
        "cts_hold_buf": 0,
        "cts_resized": 0,
        "cts_root_buffer": "clkbuf_8",
        "post_cts_buffers": 0,
        "cts.htree.levels": 1,
        "cts_max_path_buffers": 2,
    },
    "global_route": {
        "grt_max_degree": 27,
        "antenna_found_initial": 0,
        "track_usage_pct": 16.3,
        "use_met2_pct": 27.2,
        "grt_util_met3_pct": 0.832,
        "grt-ovfl-total": 0,
        "grt_util_met1_pct": 25.3,
        "gr-max-usage-layer": "met2",
        "grt_pass1_vias": 1549,
        "grt_first_pass_wirelength_um": 6870,
    },
    "detailed_routing": {
        "drc": 0,
        "postRouteAntennaNets": 0,
        "viasPerCell": 5.13,
        "drt_iter0_drc": 97,
        "diodes": 0,
        "wl_per_cell_um": 11.4,
        "dr.pass1.iters": 4,
        "vias": 1805,
        "totalWireLength_um": 4000,
    },
    "yosys": {
        "ys_warn_count": 3,
        "ys_cells": 273,
        "synth_top_flop_cell": "dfxtp_1",
        "synth_cells": 273,
        "synth_area_leader_cell": "dfxtp_1",
        "syn-cell-area_um2": 2570,
        "ys_chip_area_um2": 2570,
        "syn_area_per_cell_um2": 9.42,
        "top_cells_by_count": "44 x dfxtp_1, 32 x nor2_1, 18 x ha_1, 17 x nand2_1, 16 x nand3_1",
        "numSynthFlops": 54,
        "edf_count": 10,
        "synth_top_cell_by_count": "dfxtp_1",
        "topCellsByArea": "dfxtp_1 34%, edfxtp_1 12%, ha_1 8.8%, nor2_1 4.7%, xnor2_1 3.7%",
        "ys_types": 51,
        "synthArstFlopShare_pct": 0,
        "synth_seq_share_pct": 45.9,
        "yosysTopAreaCellShare_pct": 34.2,
    },
    "hold_path": {
        "min_from": "BAUD.tx_counter[0]$_SDFF_PN0_",
        "hp-class": "reg -> reg",
    },
    "final_layout": {
        "utilization_pct": 57.9,
        "area_growth_pct": 9.05,
        "drive_gt1_share_pct": 5.96,
    },
    "critical_path": {
        "cp.required_ns": 2.01,
        "crit_path_end_kind": "flip-flop",
        "path_delay_family": "simple AND/OR/NAND/NOR gates",
        "cpPeakStageDelay_ns": 0.40,
        "critPathKind": "reg -> reg",
        "reg2reg_setup_slack_ns": 0.56,
        "slowest_stage": "nor3_2",
        "critical_path.max_fanout": 7,
        "critPathArrivalTime_ns": 1.45,
        "start_kind": "flip-flop",
        "r2r_start": "BAUD.rx_counter[4]$_SDFF_PN0_",
        "crit_path_cell_trace": "nor4b_1 -> nand3_1 -> nor3_2",
        "cp-startpoint": "BAUD.rx_counter[4]$_SDFF_PN0_",
        "worst-path-buf-inv": 0,
    },
    "placement": {
        "dpl.hpwl_um": 3040,
        "port_buffers": 10,
        "routabilityCongestion": 0.805,
    },
    "power": {
        "total_power_mw": 0.698,
        "powerDensity_nw_per_um2": 249,
        "leakage_nw": 1.08,
        "ir_drop_uv": 352,
    },
    "run": {
        "maxCapViolations": 0,
        "warnings": 36,
    },
}
==> worst paths after layout <==
check,to,depth (start not counted)
worst max-delay path,BAUD.rx_clk$_DFFE_PN_,3
worst min-delay path,BAUD.tx_counter[0]$_SDFF_PN0_,1
worst max register to register,BAUD.rx_clk$_DFFE_PN_,3
worst min register to register,BAUD.tx_counter[0]$_SDFF_PN0_,1
==> registers in the layout, summed over array words and instances (netlist names) <==
register,flops
transmit.count,5
receive.state,2
transmit.tx_out,1
transmit.state,2
BAUD.rx_clk,1
receive.received_data,8
transmit.data_send,1
BAUD.tx_clk,1
receive.count,5
receive.data_received,8
BAUD.rx_counter,10
BAUD.tx_counter,10
==> cell families (layout without fill, tap and decap cells) <==
logic type | Yosys count | after routing | synth area share (%)
AND-OR/OR-AND | 45 | 45 | 10.6
XOR/XNOR | 19 | 19 | 6.47
adder cells (fa/ha/maj) | 18 | 18 | 8.76
buffers and inverters | 20 | 32 | 3.06
flip-flops | 54 | 54 | 45.9
multiplexers | 3 | 3 | 1.22
AND/OR/NAND/NOR | 114 | 114 | 24.0
==> area by class of cell <==
class                      instances  area [um^2]
clock buffer                       3         41.3
sequential                        54         1180
tap                               67         83.8
timing repair buffer              14          130
multi-input combinational        199         1310
inverter                          15         56.3
fill                             426         2040
==> cell usage in the layout, fill, tap and decap left out, types with 8 or more instances in the layout <==
cell	count
dfxtp_1	44
nor2_1	32
ha_1	18
nand2_1	17
nand3_1	16
inv_1	15
o21ai_0	15
a21oi_1	14
xnor2_1	11
edfxtp_1	10
clkdlybuf4s50_1	10
nor2b_1	9
xor2_1	8
==> power breakdown <==
part           switching (mW)  internal (mW)  total (mW)
Combinational          0.0172         0.0117      0.0289
Sequential                  0          0.423       0.423
Clock                   0.119          0.128       0.246
==> worst reg2reg max path, delay by kind of cell (launching register included) <==
family	cells	cell delay [ns]
and+or+nand+nor	3	0.84
DFF	1	0.36
==> metal layers <==
layer  part of all wire [%]  routed length (um)
met3                    1.4                  55
met2                     44                1780
met1                     54                2140
met5                      0                   0
met4                   0.68                  27
==> through the flow <==
stage          hold WS (ns)  instances  setup slack [ns]  cell area (um^2)
5_1_grt               0.496        352             0.418              2810
6_report              0.459        352             0.559              2810
4_1_cts               0.464        352             0.549              2810
3_5_place_dp          0.449        349             0.555              2760
2_1_floorplan         0.426        273             0.586              2570
3_3_place_gp          0.437        349             0.571              2760
Power is estimated from default activity; no workload was simulated.
