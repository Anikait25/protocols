==> flow/design.v <==
module SPI_single_master_slave(spi_clk,reset,miso,mosi,spi_scl,spi_cs);
input spi_clk,reset;
input miso;
output spi_scl;
output reg spi_cs;
output reg mosi;
reg [7:0]data = 8'b1100_1011;
reg [7:0]rx_data;
reg [7:0]count;
reg [7:0]state;
localparam IDLE = 0;
localparam START = 1;
localparam SEND_N_RECEIVE_DATA = 2;
localparam STOP = 3;
reg spi_scl_enable;
assign spi_scl = (spi_scl_enable == 1)? spi_clk : 1;
always@(posedge spi_clk)  
begin
	if(reset == 1)
	begin
		spi_scl_enable <= 0;
	end
	else
	begin
		if((state == IDLE) || (state == START) || (state == STOP))
		begin
			spi_scl_enable <= 0;
		end
		else begin
			spi_scl_enable <= 1;
		end
	end
end
always@(posedge spi_clk) begin
	if(reset == 1) begin
		spi_cs <= 1;
		state <= IDLE;
	end
	else begin
		case(state)
			IDLE:
			begin
				spi_cs <= 0;
				mosi <= 1;
				state <= START; 
			end
			START:
			begin
				count <= 8'd7;
				state <= SEND_N_RECEIVE_DATA;
			end
			SEND_N_RECEIVE_DATA:
			begin
				mosi <= data[count];
				rx_data[count] <= miso; 
				if(count == 0) state <= STOP;
				else count <= count - 1;
			end
			STOP:
			begin
				spi_cs <= 1;
				mosi <= 1;
				state <= IDLE;
			end
			default:state <= IDLE;
		endcase
	end
end
endmodule
module slave(spi_scl,spi_cs,mosi,miso);
input spi_scl,spi_cs;
input mosi;
reg [7:0] slave_data = 8'b0101_1010;
output reg miso;
reg miso1;
localparam IDLE = 0;
localparam READ_DATA = 1;
localparam STOP = 2;
reg [2:0]count;
reg [1:0]state;
reg [7:0]rx_data;
always@(posedge spi_scl)
begin
	case(state)
		IDLE:
			begin
				if(!spi_cs) 
				begin
					count <= 3'd7;
					state <= READ_DATA;
				end
				else 
				begin
					state <= IDLE;
				end
		end
		READ_DATA:
			begin
				rx_data[count] <= mosi;
				miso <= slave_data[count];
				if (count < 0) state <= STOP;
				else begin count <= count - 1;
				end
		end
		STOP:	state <= IDLE;
		default:state <= IDLE;
	endcase
end
endmodule
module spi_top(spi_clk,reset,miso,mosi,spi_scl,spi_cs);
input spi_clk,reset;
output miso;
output mosi;
output spi_scl,spi_cs;
SPI_single_master_slave master(
	.spi_clk(spi_clk),
	.reset(reset),
	.miso(miso),
	.mosi(mosi),
	.spi_scl(spi_scl),
	.spi_cs(spi_cs)
);
slave slave1(
	.spi_scl(spi_scl),
	.spi_cs(spi_cs),
	.mosi(mosi),
	.miso(miso)
);
endmodule
==> flow/run.sh <==
#!/bin/bash
# OpenROAD 26Q1-2900-gdf79404cd8, Yosys 0.63+post, stock flow scripts
make -C /OpenROAD-flow-scripts/flow DESIGN_CONFIG=/design/flow/config.mk WORK_HOME=/design/flow/orfs finish
==> flow/config.mk <==
export PLATFORM = sky130hd
export DESIGN_NAME = spi_top
export DESIGN_NICKNAME = spi_top
export VERILOG_FILES = /design/flow/design.v
export SDC_FILE = /design/flow/constraint.sdc
export NUM_CORES = 4
export LEC_CHECK = 1
export CORE_AREA = 10 10 100 100
export DIE_AREA = 0 0 110 110
==> flow/constraint.sdc <==
current_design spi_top

set clk_period 2.9
set clk_io_pct 0.2

create_clock -name clk0 -period $clk_period [get_ports {spi_clk}]

set non_clock_inputs [all_inputs -no_clocks]
set_input_delay [expr $clk_period * $clk_io_pct] -clock clk0 $non_clock_inputs
set_output_delay [expr $clk_period * $clk_io_pct] -clock clk0 [all_outputs]
==> Changelog: implementation <==
## Implementation

- Run status: finished, final reports clean
- FFs w/ async S/R, synth: 0%
- Initial DRC Count: 47
- Register bit count reported by yosys: 20
- # fillers: 846
- Setup Viol. Count Final: 0
- Critical path capture point type: output pin
- Setup crit start kind: clock port
- Wirelength, routed: 1.74 mm
- Setup repair bufs after CTS: 0
- # IOs: 6
- Insertion delay at the late pin of the worst-skew pair: 0.67 ns
- Worst clock skew: 0.00522 ns
- Core area: 7810 sq um
- Placed Area: 1090 sq um
- Starting Density: 11.9%
- I/O Buffers: 5
- Total gr overflow: 0
- GP Congestion: 0.762
- Number of enable flip-flop cells: 14
- DR WL/cell: 8.62 um
- Final hold violation count: 0
- Synth warnings: 2
- Relative slew slack: 52.2%
- Setup total negative slack: 0 ns
- Post-route DRC: 0
- Area delta synth->final: 41.6%
- Hpwl dp: 1.14 mm
- Main flop type: edfxtp_1
- Die Area: 12100 sq um
- Number of global-route vias before repair: 689
- Max Slew Vio Count: 0
- RSZ-0062 raised after global routing: no
- Crit Path Max Fanout: 2
- Top cells excl fill/tap: clkbuf_8, edfxtp_1, nand2_1
- CP cell instances: clkbuf_8, clkbuf_8, nand2b_4, clkbuf_8, clkbuf_8, clkdlybuf4s15_1
- Worst VDD drop: 247 uV
- Die span in y: 110 um
- DIE WIDTH: 110 um
- Ys cells: 80
- Fin area: 1310 sq um
- PwrDens: 582 nW/um^2
- Synth cell types: 29
- Crit path top cell by count: clkbuf_8
- First-pass GRT wire length: 2.82 mm
- Critical path class: clk2out
- Vias per std cell: 3.15
- Worst-path clk slew: 0.06 ns
- Finished Layout Cells: 202
- Post-synthesis chip area from yosys: 927 sq um
- Layout cells sized above 1: 19.0%
- Worst hold slack: 0.461 ns
- Worst slew pin tran: 0.715 ns
- Initial antenna violation count: 0
- Placed cells: 185
- Max cap viols: 0
- Largest net degree at the start of global routing: 14
- Tool Warnings: 29
- Mapped Cells: 80
- Total chip power: 764 uW
- Leak: 0.501 nW
- Syn_area_per_cell: 11.6 sq um
- Total GRT Usage: 3.01%
- Vias: 637
- Hold bufs inserted after CTS: 0
- Hold Crit Class: reg2reg
- Post-Synthesis Cell Area: 927 sq um
- Rows: 32
- Top cell excl fill/tap: clkbuf_8
- CTS tree: yes
- Slowest cell delay on critical path: 0.17 ns
- Seq share, synth: 58.3%
- ANT cells: 0
- Post-DRT Antenna Nets: 0
- Worst Path Arrival: 2.23 ns
- DR pass1 iterations: 4
- Worst EP required: 2.32 ns
- Crit path max-delay cell type: clkdlybuf4s15_1
final cells by class:
cell class,count,area [sq um],area share (%)
multi-input combinational,51,353,26.9
tap,102,128,9.72
sequential,20,541,41.2
timing repair buffer,4,40.0,3.05
inverter,7,26.3,2.00
clock buffer,17,220,16.8
clock inverter,1,5.00,0.381
worst max-delay path: cells and delay by family:
| family | cells | cell delay, ns |
|---|---|---|
| simple gates | 1 | 0.14 |
| buf+inv | 5 | 0.65 |
per-stage QoR:
stage | setup WS (ns) | utilization (%)
floorplan | 0.719 | -
global placement | 0.301 | 14.0
detailed placement | 0.301 | 14.0
CTS | 0.00305 | 16.8
global route | 0.0455 | 16.8
finish | 0.0924 | 16.8
metal layers:
metal / part of all wire [%] / vias to the layer above / GRT usage [%]
met5: 0 / - / 0
met4: 5.3 / 0 / 3.35
met3: 5.4 / 5 / 1.59
met2: 46 / 15 / 3.60
met1: 44 / 294 / 3.52
li1: - / 323 / -
cell usage after synthesis (2+ instances only):
| library cell | count | area, sq um |
|---|---|---|
| edfxtp_1 | 14 | 420 |
| nand2_1 | 9 | 33.8 |
| inv_1 | 7 | 26.3 |
| dfxtp_1 | 6 | 120 |
| ha_1 | 5 | 62.6 |
| nor2_1 | 5 | 18.8 |
| nand2b_1 | 3 | 18.8 |
| nor3_1 | 3 | 15.0 |
| and2_1 | 2 | 12.5 |
| mux2i_1 | 2 | 20.0 |
| o21ai_0 | 2 | 10.0 |
| o31ai_1 | 2 | 15.0 |
| or4_1 | 2 | 15.0 |
| xnor2_1 | 2 | 17.5 |
| xor2_1 | 2 | 17.5 |
kinds of logic after synthesis:
| family | count (synthesis) | share of synthesized area, % |
|---|---|---|
| buffers and inverters | 9 | 4.45 |
| adders and majority gates | 5 | 6.75 |
| xor gates and xnor gates | 4 | 3.78 |
| AOI/OAI and AO/OA | 9 | 6.88 |
| DFF | 20 | 58.3 |
| and+or+nand+nor | 31 | 17.7 |
| muxes | 2 | 2.16 |
repair_timing:
action                                  CTS  global route
gates resized                             2             1
endpoints found under the setup margin    1             1
cloned                                    0             0
hold endpoints to repair                  0             0
flip-flops by register name (all words and copies together) (netlist names):
register / cells
master.mosi: 1
master.spi_scl_enable: 1
master.spi_cs: 1
slave1.count: 3
master.count: 8
slave1.miso: 1
slave1.state: 1
master.state: 4
final timing paths:
kind,startpoint,endpoint,slack (ns),cells past startpoint
worst min register to register,master.state[2],master.spi_scl_enable,0.46,1
worst min-delay path,master.state[2],master.spi_scl_enable,0.46,1
min in group gated,master.spi_scl_enable,clock gate,3.70,0
worst max-delay path,spi_clk,spi_scl,0.09,6
max in group gated,master.spi_scl_enable,clock gate,0.64,0
worst max register to register,master.count[1],master.count[5],1.08,4
where the power goes:
group	total (mW)	switching (mW)	internal, mW	leakage (nW)
logic	0.0368	0.0187	0.0181	0.201
registers	0.278	0.0151	0.263	0.174
clock network	0.450	0.123	0.326	0.126
total	0.764	0.157	0.607	0.501
Power and IR drop assume default switching activity.
